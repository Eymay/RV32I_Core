`design/flow/run.sh`:
```
#!/bin/bash
# OpenROAD 26Q1-2900-gdf79404cd8, Yosys 0.63+post, stock flow scripts
make -C /OpenROAD-flow-scripts/flow DESIGN_CONFIG=/design/flow/config.mk WORK_HOME=/design/flow/orfs finish
```
`design/flow/config.mk`:
```
export PLATFORM = sky130hd
export DESIGN_NAME = control_unit
export DESIGN_NICKNAME = control_unit
export VERILOG_FILES = /design/flow/design.v
export SDC_FILE = /design/flow/constraint.sdc
export NUM_CORES = 4
export LEC_CHECK = 1
export CORE_UTILIZATION = 30
```
`design/flow/constraint.sdc`:
```
current_design control_unit

set clk_period 17.7
set clk_io_pct 0.2

create_clock -name clk0 -period $clk_period [get_ports {clk}]

set non_clock_inputs [all_inputs -no_clocks]
set_input_delay [expr $clk_period * $clk_io_pct] -clock clk0 $non_clock_inputs
set_output_delay [expr $clk_period * $clk_io_pct] -clock clk0 [all_outputs]
```
`design/flow/design.v`:
```
module control_unit (clk, rst, r_for_pc, cword, inst, imm, pc, ZCNVFlags);
input wire clk, rst;
input wire [31:0] r_for_pc;
output wire [22:0] cword;
input wire [31:0] inst;
output wire [31:0] imm;
output wire [31:0] pc;
input wire [3:0] ZCNVFlags;
immed_gen immed_gen (.cword(cword), .inst(inst), .imm(imm));
instr_dec instr_dec  ( .inst(inst), .cword(cword));
pc_updater pc_updater  (.clk(clk), .rst(rst), .cword(cword), .imm(imm), .r(r_for_pc), .pc(pc), .ZCNVFlags(ZCNVFlags));
endmodule
module full_adder_LL_nodelay(
    input A, B, Cin, output S, Cout
    );
    wire axorb, aandb, axorbandcin;
    xor  (axorb, B, A);
    and (aandb, B, A);
    xor  (S, Cin, axorb);
    and (axorbandcin, Cin, axorb);
    or (Cout, aandb, axorbandcin);
endmodule
module immed_gen (cword, inst, imm);
input wire [22:0] cword;
input wire [31:0] inst;
output reg [31:0] imm;
always @(*) begin
    case (cword[3:0])
        4'd4, 4'd5:         imm = {inst[31:12], {12{1'b0}}};
        4'd8:               imm = {{12{inst[31]}},  inst[19:12], inst[20], inst[30:21], 1'b0};
        4'd6:               imm = {{20{inst[31]}},  inst[7], inst[30:25], inst[11:8], 1'b0};
        4'd2:               imm = {{21{inst[31]}},  inst[30:25], inst[11:7]};
        4'd0, 4'd1, 4'd7:   imm = {{21{inst[31]}},  inst[30:20]};
        default:            imm = 32'b1;
    endcase
end
endmodule
module instr_dec ( inst, cword);
input wire [31:0] inst;
output reg [22:0] cword;
always @(*) begin
    if (inst[2]==1'b1) begin
        case (inst[6:3])
            4'b0110: cword[3:0] = 4;  
            4'b0010: cword[3:0] = 5;  
            4'b1101: cword[3:0] = 8;  
            default: cword[3:0] = 7;  
        endcase
    end
    else begin
        case (inst[6:4])
            3'b110: cword[3:0] = 6;  
            3'b000: cword[3:0] = 0;  
            3'b010: cword[3:0] = 2;  
            3'b001: cword[3:0] = 1;  
            3'b011: cword[3:0] = 3;  
        endcase
    end
    cword[6:4] = inst[14:12];
    cword[12:8] = inst[11:7];
    cword[17:13] = inst[19:15];
    cword[22:18] = inst[24:20];
    cword[7] = inst[30];
end
endmodule
module pc_updater (clk, rst, cword, imm, r, pc, ZCNVFlags);
input wire [31:0] r;
input wire [31:0] imm;
input wire clk, rst;  
input wire [3:0] ZCNVFlags;
output reg [31:0] pc;
input wire [22:0] cword;
reg [31:0] A, B;
wire [31:0] S;
wire Cout;
ripple_carry_adder_subtractor adder ( .Cin(1'b0), .A(A), .B(B), .Cout(Cout), .S(S));
initial begin
    A = 0;
    B = 0;
    pc = 0;
end
always @(posedge clk) begin
    if (cword[3:0] == 4'd7) begin  
        A <= r;
    end
    else begin
        A <= pc;
    end
    if (cword[3:0]==4'd8 || cword[3:0]==4'd7 || cword[3:0]==4'd5 || cword[3:0]==4'd6 && (
        (cword[6:4]==3'b000 && ZCNVFlags[3]==1'b1) || 
        (cword[6:4]==3'b001 && ZCNVFlags[3]==1'b0) || 
        (cword[6:4]==3'b100 && (ZCNVFlags[1]^ZCNVFlags[0])==1'b1) || 
        (cword[6:4]==3'b101 && (ZCNVFlags[1]^ZCNVFlags[0])==1'b0) || 
        (cword[6:4]==3'b110 && ZCNVFlags[2]==1'b1) || 
        (cword[6:4]==3'b111 && ZCNVFlags[2]==1'b0)   
    ) ) begin  
        B <= imm;
    end
    else begin
        B <= 32'd4;  
    end
end
always @(S) begin
    pc = {S[31:2], 2'b0};
end
endmodule
module ripple_carry_adder_subtractor #(
    parameter N = 32
) (
    input Cin,
    input [N-1:0] A,
    input [N-1:0] B,
    output Cout,
    output [N-1: 0] S
);
    wire [N:0] carry_connector;
    wire [N-1:0] B_xor;
    assign carry_connector[0] = Cin;
    genvar i;
    generate
    for (i = 0; i< N; i= i+ 1) begin: ripple
        xor(B_xor[i], B[i], carry_connector[0]);
        full_adder_LL_nodelay full_adder(.A(A[i]), .B(B_xor[i]), .Cin(carry_connector[i]),
         .S(S[i]), .Cout(carry_connector[i+1]));
    end
    endgenerate
    assign Cout = carry_connector[0] ^ carry_connector[N];
endmodule
```
==> out/results.ini <==
[final_timing]
untimed_endpoints = 8
setup-tns-final_ns = 0
fmax_ghz = 0.05834
setup_viol = 0
drv_slew = 0
relSlewSlack = 0.4798
post-route-min-period_ns = 17.14
rsz0062_at_grt = false
fin_skew_ns = 0.005485
unclocked_regs = 4
hold_viol = 0
finalCritPeriodShare = 0.9684
worst_pin_slew_ns = 0.7788

[setup_path]
worstPathRequired_ns = 14.16
crit_top_cell = fa_2
crit_type = reg -> out
crit_family = adder cells
start_kind = flop
critPathArrivalTime_ns = 13.60
crit_path_end_kind = primary output
crit_path_top_delay_cell = clkdlybuf4s50_1
worstPathMaxFanout = 2
cpPeakStageDelay_ns = 0.49
crit_buf_inv = 2

[yosys]
ys_ff = 68
syn-cell-area_mm2 = 0.004070
ys_sh_simple = 0.07501
adder_share = 0.1457
mux_share = 0.1018
async_flop_share = 0
ys_warn_count = 3
synth.distinct_cells = 56
ff_type = dfxtp_1
ys_sh_xor = 0.01414
edf_count = 0
synth-cells-yosys = 372
logic_family = AND-OR/OR-AND gates
ys_sh_aoi = 0.1734
avgSynthCellArea_um2 = 10.94
yosys_area_mm2 = 0.004070
syn_inst = 372

[global_route]
grt_max_degree = 37
grt_pass1_wl_mm = 15.15
antenna_found_initial = 0
track_usage = 0.1431
grt_pass1_vias = 2815
overflow = 0

[placed_design]
io_buffers = 151
placed_area_mm2 = 0.005295
hpwl_mm = 7.643
gp_congestion = 0.7844
place_inst = 633

[finish]
fin_util = 0.4271
final_cells = 649
fin_area_mm2 = 0.005655
syn_to_final_growth_pct = 38.95
drive_above_1_share = 0.2093

[clocking]
clk_latency_ns = 0.32
cts_made_buffers = 9
clockBufferDepth = 2
root_buffer = clkbuf_16
tritoncts = built
ctsHoldBuffers = 0
cts_setup_buffers = 0
clk_pin_slew_worst_paths_ns = 0.05
htree_num_levels = 3

[die]
die_w_um = 118.5
num_io_pins = 157
rows = 42
die-area_mm2 = 0.01404
die_h_um = 118.5
fp_util = 0.3074
coreArea_mm2 = 0.01324

[power_and_ir_drop]
total_power_mw = 0.6550
irDropWorstVdd_mv = 0.04323
p_leak_nw = 2.243
cellPowerDensity_mw_per_mm2 = 115.8

[worst_hold_path]
hp-class = reg -> reg

[drt]
vias = 2849
routed_via_density = 4.390
drt_pass1_iterations = 4
drt_iter0_drc = 109
drc = 0
diodes = 0
wl_per_cell_um = 14.84
ant_nets = 0
wirelength_mm = 9.632

[job]
drv_cap = 0
warnings = 28

[outcome]
status = complete, no violations

-- synth_stat cells (2+ instances only) --
cell type	n	area share
dfxtp_1	64	0.31
buf_4	56	0.10
fa_1	29	0.14
mux2_2	27	0.075
inv_1	25	0.023
a21boi_2	20	0.055
nor2_1	13	0.012
mux2i_1	11	0.027
o211ai_1	11	0.020
nand2_1	10	0.0092
o21ai_0	10	0.012
a21oi_1	7	0.0086
a221o_1	7	0.017
and2_1	7	0.011
a21boi_0	6	0.011
buf_2	5	0.0061
buf_6	5	0.014
a22o_1	4	0.0086
dlxtn_1	4	0.015
clkbuf_8	3	0.010
nand2b_1	3	0.0046
nor3b_1	3	0.0055
a211oi_1	2	0.0037
a21o_1	2	0.0037
clkbuf_1	2	0.0018
nand3b_1	2	0.0037
nor3_1	2	0.0025
o21a_1	2	0.0037
xnor2_1	2	0.0043
xor2_1	2	0.0043
-- sequential cells by signal, summed over array words and instances, names as in the netlist --
name             cells
pc_updater.B        32
pc_updater.A        32
instr_dec.cword      4
-- worst register-to-register path, delay by kind of cell, from the launching register on --
family | cells | cell delay [ns]
fa+ha+maj | 30 | 11.82
flops | 1 | 0.30
xor+xnor | 2 | 0.28
compound gates | 1 | 0.26
mux | 1 | 0.26
buf+inv | 1 | 0.09
-- cell families after synthesis --
kind of cell    Yosys count
other cells               1
mux                      38
latches                   4
compound gates           83
flops                    64
buf+inv                  97
simple gates             50
fa+ha+maj                30
xor+xnor                  5
-- what timing repair did --
item                                    CTS  global route
hold endpoints to repair                  0             0
endpoints found under the setup margin    4             3
gates resized                            12             9
-- where the power goes --
part           internal, mW  switching, mW  leakage, nW  total, mW
combinational         0.199         0.0778         1.53      0.277
clock                 0.113         0.0632        0.149      0.176
sequential            0.185         0.0169        0.567      0.202
total                 0.497          0.158         2.24      0.655
-- cells in the final DEF (no fill, tap or decap), types with 5 or more instances in the layout --
cell | synthesis | layout
clkdlybuf4s50_1 | 0 | 151
dfxtp_1 | 64 | 64
mux2_2 | 27 | 27
inv_1 | 25 | 25
fa_2 | 0 | 21
a21boi_2 | 20 | 20
nor2_1 | 13 | 13
mux2i_1 | 11 | 11
o211ai_1 | 11 | 11
nand2_1 | 10 | 10
o21ai_0 | 10 | 10
clkbuf_16 | 0 | 9
fa_1 | 29 | 8
and2_1 | 7 | 7
a221o_1 | 7 | 7
a21oi_1 | 7 | 7
a21boi_0 | 6 | 6
buf_4 | 56 | 5
-- final timing paths --
check	from	endpoint	slack, ns	cells after the start
hold / removal	pc_updater.A[31]	pc_updater.A[31]	0.62	2
hold reg to reg	pc_updater.A[31]	pc_updater.A[31]	0.62	2
setup reg to reg	pc_updater.B[1]	pc_updater.A[31]	4.59	35
setup / recovery	pc_updater.B[1]	pc[31]	0.56	35
-- layer usage --
metal  vias to the layer above  GRT usage  share of wire
met5                         -          0              0
met4                         0    0.01424          0.012
met3                         9    0.04528          0.085
met2                       104     0.2235           0.46
met1                      1325     0.2066           0.45
li1                       1411          -              -
-- per-stage QoR --
step	setup slack, ns	hold slack (ns)
2_1_floorplan	0.5367	0.5854
3_3_place_gp	-0.2996	0.6014
3_5_place_dp	-0.2909	0.6077
4_1_cts	0.01352	0.6241
5_1_grt	0.02459	0.6482
6_report	0.5588	0.6188
-- area by class of cell --
class                   instances  area, um^2
inverters                      25       93.84
repair buffers                156        1549
multi-input cells             208        2143
flip-flops and latches         68        1341
fillers                      1246        7587
clock buffers                  10       239.0
well taps                     176       220.2
clock inverters                 6       68.82
Power and IR drop assume default switching activity.
