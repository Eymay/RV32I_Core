--- /design/flow/run.sh ---
#!/bin/bash
# OpenROAD 26Q1-2900-gdf79404cd8, Yosys 0.63+post, stock flow scripts
make -C /OpenROAD-flow-scripts/flow DESIGN_CONFIG=/design/flow/config.mk WORK_HOME=/design/flow/orfs finish
--- /design/flow/config.mk ---
export PLATFORM = sky130hd
export DESIGN_NAME = shift_left
export DESIGN_NICKNAME = shift_left
export VERILOG_FILES = /design/flow/design.v
export SDC_FILE = /design/flow/constraint.sdc
export NUM_CORES = 4
export LEC_CHECK = 1
export CORE_UTILIZATION = 40
--- /design/flow/constraint.sdc ---
current_design shift_left

set clk_period 3.7
set clk_io_pct 0.2

create_clock -name clk0 -period $clk_period

set non_clock_inputs [all_inputs -no_clocks]
set_input_delay [expr $clk_period * $clk_io_pct] -clock clk0 $non_clock_inputs
set_output_delay [expr $clk_period * $clk_io_pct] -clock clk0 [all_outputs]
--- /design/flow/design.v ---
module mux_2to1 (
    input in_mux_x, in_mux_y, s, output reg o_mux
);
    always @(*) begin
        if(s)
            o_mux = in_mux_x;
        else
            o_mux = in_mux_y;
    end
endmodule
module shift_left (
	IL,
	shift,
	B,
	H
);
	parameter data_length = 32;
	input IL;
	input [$clog2(data_length) - 1:0] shift;
	input [data_length - 1:0] B;
	output wire [data_length - 1:0] H;
	wire [($clog2(data_length) >= 0 ? (($clog2(data_length) + 1) * data_length) - 1 : ((1 - $clog2(data_length)) * data_length) + (($clog2(data_length) * data_length) - 1)):($clog2(data_length) >= 0 ? 0 : $clog2(data_length) * data_length)] muxconnector;
	genvar i;
	genvar j;
	genvar k;
	generate
		for (j = 0; j < $clog2(data_length); j = j + 1) begin : genblk1
			for (i = 0; i < data_length; i = i + 1) begin : genblk1
				if ((i - (2 ** j)) >= 0) begin : genblk1
					mux_2to1 mx(
						.in_mux_x(muxconnector[(($clog2(data_length) >= 0 ? j : $clog2(data_length) - j) * data_length) + (i - (2 ** j))]),
						.in_mux_y(muxconnector[(($clog2(data_length) >= 0 ? j : $clog2(data_length) - j) * data_length) + i]),
						.s(shift[j]),
						.o_mux(muxconnector[(($clog2(data_length) >= 0 ? j + 1 : $clog2(data_length) - (j + 1)) * data_length) + i])
					);
				end
				else begin : genblk1
					mux_2to1 mx(
						.in_mux_x(IL),
						.in_mux_y(muxconnector[(($clog2(data_length) >= 0 ? j : $clog2(data_length) - j) * data_length) + i]),
						.s(shift[j]),
						.o_mux(muxconnector[(($clog2(data_length) >= 0 ? j + 1 : $clog2(data_length) - (j + 1)) * data_length) + i])
					);
				end
			end
		end
	endgenerate
	assign muxconnector[($clog2(data_length) >= 0 ? 0 : $clog2(data_length)) * data_length+:data_length] = B;
	assign H = muxconnector[($clog2(data_length) >= 0 ? $clog2(data_length) : $clog2(data_length) - $clog2(data_length)) * data_length+:data_length];
endmodule
==> qor.log <==
[finish] ratio of cells with drive above 1 in the final layout 32.9%
[die] count of boundary I/O pins 70
[detailed_routing] detail-routed via count per cell 6.29
[setup_path] Crit Path Category in2out
[global_routing] total overflow reported by the global router 0
[setup_path] Most Frequent Cell on Critical Path clkdlybuf4s50_1
[finish] FF/Latch Area 0 µm²
[detailed_routing] number of antenna cells inserted 0
[logic_synthesis] yosys warns 1
[clock_network] CTS Hold Bufs 0
[die] Die Size 0.00647 mm²
[detailed_routing] Total Routed Length 7940 µm
[global_routing] number of antenna violations at the first check in global routing 0
[placement] placer's final routability congestion estimate 0.947
[placement] # port buffers 70
[finish] seq_cells 0
[detailed_routing] number of iterations in the first detailed-routing pass 5
[hold_path] hold wc startpoint B[0]
[flow_run] tally of OpenROAD warnings 32
[final_timing] Tightest Pin Transition 0.399 ns
[detailed_routing] highest metal layer with signal wires met4
[logic_synthesis] share of the yosys chip area belonging to registers 0%
[detailed_routing] detailed-routed wire length on met3 506 µm
[setup_path] Crit. Startpoint B[2]
[logic_synthesis] chip area estimate from yosys synthesis 0.00246 mm²
[finish] fill cell total of the finished layout 542
[setup_path] CP endpoint kind primary output
[final_timing] RSZ-0062 raised after global routing false
[status] result of the run finished clean
[final_timing] Final setup viols 0
[pwr] total power per unit cell area 151 mW/mm²
[global_routing] number of global-route vias before repair 2,383
[placement] half-perimeter wire length after detailed placement 6430 µm
[setup_path] cells along the critical path clkdlybuf4s50_1, mux2_2, mux4_2, a32oi_2, nand3_1, clkdlybuf4s50_1
[final_timing] Max-slew headroom 72.6%
[setup_path] startpoint types input port
[detailed_routing] DRC violations left 0
[final_timing] Final period util 98.0%
[finish] dominant logic cell types in the final layout clkdlybuf4s50_1 (66), mux4_2 (35), buf_4 (35)
[logic_synthesis] number of cells in the yosys synthesis report 272
[clock_network] number of setup buffers added after CTS 0
[final_timing] top achievable clock speed 276 MHz
[flow_run] maxcap violations 0
[logic_synthesis] number of distinct library cells after synthesis 46
[setup_path] largest incremental delay on the critical path 0.52 ns
[final_timing] shortest clock period the worst path allows after layout 3.63 ns
[pwr] LEAKAGE 1.24 nW
[global_routing] global-route wire length before repair 12,600 µm
[setup_path] CP required 2.96 ns
[detailed_routing] number of violations reported at the end of detailed-routing iteration 0 138
[die] die outline height 80.4 µm
[final_timing] final-report max-slew violation count 0
[hold_path] type of the most critical hold path in2out
[pwr] Total Power 0.495 mW
[setup_path] highest net fanout along the worst path 6
[logic_synthesis] cell types with the largest area share after synthesis mux4_2 (32%), buf_4 (11%), mux2i_1 (7.7%), mux2_2 (6.4%), nand2_1 (4.3%)
[placement] number of cells after detailed placement 400
[pwr] Peak supply drop 0.0000904 V
[detailed_routing] detailed-route wire length on metal 1 3690 µm
[finish] final design utilization 55.4%
[logic_synthesis] Largest type area fraction 32.0%
[global_routing] pin count of the biggest net entering global routing 28
[global_routing] total global-route track usage 26.6%
[final_timing] final hold viol count 0
[die] core utilization before placement 41.6%
[finish] Commonest Layout Cell clkdlybuf4s50_1
[finish] clock tree buffer count of the final layout 0
[logic_synthesis] Post-Synthesis Mean Instance Area 9.05 µm²
[die] Core Region 0.00592 mm²
[die] die outline width 80.4 µm
[detailed_routing] post-detailed-route wirelength per cell 19.9 µm
[setup_path] Critical Path Slowest Stage Cell clkdlybuf4s50_1
[detailed_routing] via count of the routed design 2,514
[finish] area of the multi-input gates 0.00209 mm²
[detailed_routing] Detail Route Antenna Nets 0
[finish] post-synthesis to final-layout area growth 33.2%
[logic_synthesis] Synth Instances 272
[finish] Final Instance Count excl. Fillers 400
[die] num rows 28
[setup_path] critical path arrival 2.89 ns
[logic_synthesis] post-synth design cell area 0.00246 mm²
[logic_synthesis] area leader, netlist mux4_2
[detailed_routing] detailed route wirelength on metal2 3640 µm
[final_timing] Total Neg Setup Slack 0 ns
-- where the power goes --
part           internal (mW)  switching, mW  total (mW)
clock network              0              0           0
registers                  0              0           0
logic                  0.287          0.208       0.495
total                  0.287          0.208       0.495
-- cell families (layout without fill, tap and decap cells) --
logic type             after synthesis  after routing  synth area share (%)
AND-OR/OR-AND                       66             66                  20.0
buffers and inverters               63            116                  16.8
multiplexers                        74             74                  50.1
AND/OR/NAND/NOR                     69             69                  13.1
-- critical path: cells and delay by family --
| family | cells | cell delay [ns] |
|---|---|---|
| multiplexers | 2 | 0.84 |
| AND-OR/OR-AND | 1 | 0.26 |
| AND/OR/NAND/NOR | 1 | 0.11 |
| buffers and inverters | 2 | 0.93 |
-- final cells by class --
type | instances | share of cell area, %
inverters | 5 | 0.572
well taps | 75 | 2.86
multi-input cells | 209 | 63.9
repair buffers | 111 | 32.7
-- synthesized netlist by cell type, types with 4 or more instances --
library cell,instances
a22oi_1,6
o22ai_1,4
clkbuf_1,10
o211ai_1,7
o221ai_1,4
nand2_1,28
nor2_1,15
buf_4,37
mux2_2,14
mux4_2,35
nand4_1,5
a21oi_1,9
mux2_4,4
mux2i_1,19
a32oi_1,7
o21ai_0,6
nand2b_1,6
inv_1,4
buf_2,6
-- layer usage --
| metal | track usage [%] | up-vias |
|---|---|---|
| li1 | - | 1173 |
| met1 | 43.3 | 1218 |
| met2 | 40.3 | 116 |
| met3 | 2.88 | 7 |
| met4 | 2.68 | 0 |
| met5 | 0 | - |
-- metrics by stage --
stage	setup WS [ns]	hold WS [ns]	cell area (µm²)
2_1_floorplan	0.732	1.76	2460
3_3_place_gp	-0.0268	2.61	3220
3_5_place_dp	0.00600	2.62	3220
4_1_cts	0.00997	2.62	3220
5_1_grt	0.00178	2.60	3280
6_report	0.0725	2.55	3280
-- final timing paths --
kind,cells past startpoint,endpoint
max,6,H[30]
min,4,H[16]
-- what timing repair did --
item                                   4_1_cts  5_1_grt
endpoints found under the hold margin        0        0
setup endpoints to repair                    0       17
gates resized                                0       12
No activity file was given, so power comes from the tool's default toggle rates.
